[config.mk]
export PLATFORM = sky130hd
export DESIGN_NAME = fifo_2w1r_fwft
export DESIGN_NICKNAME = fifo_2w1r_fwft
export VERILOG_FILES = /design/flow/design.v
export SDC_FILE = /design/flow/constraint.sdc
export NUM_CORES = 4
export LEC_CHECK = 1
export CORE_UTILIZATION = 50
[run.sh]
#!/bin/bash
# OpenROAD 26Q1-2900-gdf79404cd8, Yosys 0.63+post, stock flow scripts
make -C /OpenROAD-flow-scripts/flow DESIGN_CONFIG=/design/flow/config.mk WORK_HOME=/design/flow/orfs finish
[constraint.sdc]
current_design fifo_2w1r_fwft

set clk_period 312.4
set clk_io_pct 0.2

create_clock -name clk0 -period $clk_period [get_ports {CLK}]

set non_clock_inputs [all_inputs -no_clocks]
set_input_delay [expr $clk_period * $clk_io_pct] -clock clk0 $non_clock_inputs
set_output_delay [expr $clk_period * $clk_io_pct] -clock clk0 [all_outputs]
[design.v]
module fifo_2w1r_fwft
  #(parameter read_width = 8,
    parameter depth_log2 = 8
    )
  (
   input                       CLK,
   input                       RST,
   input [2*read_width-1:0]    din,
   input                       wr_en,
   output reg                  full,
   output reg [read_width-1:0] dout,
   input                       rd_en,
   output reg                  empty
   );
   localparam depth = (1<<depth_log2);
   reg [read_width-1:0]     memu[0:depth-1];
   reg [read_width-1:0]     meml[0:depth-1];
   localparam ptr_zero = {(depth_log2){1'b0}};
   localparam ptr_one  = {{(depth_log2-1){1'b0}}, 1'b1};
   reg [depth_log2-1:0] wrptr;
   reg [depth_log2-1:0] rdptr;
   reg                  u;
   wire [depth_log2-1:0] wrptr_next = wrptr + ptr_one; 
   reg                  empty_1;
   wire [read_width-1:0]     dout_next;
   wire                 next_empty = wrptr != rdptr;
   always @(posedge CLK or negedge RST)
     if (!RST) begin
        empty <= 1'b1;
     end else begin
        if (wrptr != rdptr)
          empty <= 1'b0;
        if (wrptr == rdptr && rd_en && !full)
          empty <= 1'b1;
     end
   always @(posedge CLK or negedge RST)
     if (!RST) begin
        full <= 1'b0;
     end else begin
        if (wrptr_next == rdptr && wr_en)
          full <= 1'b1;
        else if (wrptr != rdptr)
          full <= 1'b0;
     end
   always @(posedge CLK or negedge RST)
     if (!RST) begin
        wrptr <= ptr_zero;
     end else begin
        if (wr_en && !full)
          wrptr <= wrptr + ptr_one;
     end
   always @(posedge CLK or negedge RST)
     if (!RST) begin
        rdptr <= ptr_zero;
     end else begin
        if (rd_en && ~u && !empty)
          rdptr <= rdptr + ptr_one;
     end
   always @(posedge CLK or negedge RST)
     if (!RST) begin
        u <= 1'b0;
     end else begin
        if (rd_en && !empty)
          u <= ~u;
     end
   always @(posedge CLK)
     if (wr_en && !full)
       memu[wrptr] <= din[2*read_width-1:read_width];
   always @(posedge CLK)
     if (wr_en && !full)
       meml[wrptr] <= din[read_width-1:0];
   always @(posedge CLK)
     if (empty)
       dout <= memu[rdptr];
     else if (rd_en) begin
        if (u)
          dout <= memu[rdptr];
        else
          dout <= meml[rdptr];
     end
endmodule
==> flow_summary_export.csv <==
group,metric,value,unit
clock_tree,path_clk_slew,0.06,ns
sta,fmaxAchievable,15.34,MHz
worst_setup_path,cp_common_cell,"sky130_fd_sc_hd__buf_4",
worst_hold_path,worstHoldPathType,"register to register",
global_route,grt_overflow,0,
pwr,clock_power_share,30.9,%
run_status,run_status,"complete, no violations",
pwr,internal-power,1072,uW
worst_setup_path,worst_path_largest_cell_delay,0.68,ns
sta,final_tally_of_max_slew_violations,0,
logic_synthesis,post_synth_xor_area_fraction,0.1493,%
sta,final_hold_vios,0,
pwr,combinationalPowerShare,29.9,%
logic_synthesis,ys_async_sr_fraction,0.4608,%
logic_synthesis,synth.cellmix.compoundShare,2.750,%
logic_synthesis,post_synth.cell_area_avg,22.67,um2
sta,relSlewSlack,14.13,%
sta,setup_tns,0,ns
route,drt_first_iter_violations,5442,
floorplanning,floorplanUtilization,50.29,%
placed_design,gp_congestion,1.001,
pwr,p_sw_share,32.63,%
route,drc,0,
route,postRouteWirelength,459.2,mm
logic_synthesis,post_synth_instance_area,158400,um2
route,detail_route.wl_per_cell,38.17,um
finish,finish.instance_area,179600,um2
floorplanning,die.size.y,564.8,um
sta,period_used_share,20.86,%
sta,finalCriticalPeriod,65.17,ns
pwr,worst_ir_drop_vdd,0.00001020,V
clock_tree,hold_buffers,0,
route,drtAntennaViolNets,0,
logic_synthesis,ys_cells,6987,
logic_synthesis,top_cell,"sky130_fd_sc_hd__edfxtp_1",
route,num_vias,76138,
placed_design,io_buffers,29,
placed_design,place_area,166100,um2
floorplanning,chipArea,319000,um2
route,dr.pass1.iters,7,
global_route,pin_count_of_the_biggest_net_entering_global_routing,104,
logic_synthesis,synthDistinctLibCells,74,
worst_setup_path,cell_by_cell_trace_of_the_critical_path,"clkdlybuf4s50_1 -> nor2b_2 -> buf_4 -> nand3_2 -> buf_4 -> buf_4 -> nor2_1 -> buf_4",
pwr,power_density,8.861,nW/um2
logic_synthesis,ys_dominant_reg_cell,"sky130_fd_sc_hd__edfxtp_1",
logic_synthesis,ys_chip_area,158400,um2
floorplanning,core_region_area,315000,um2
worst_setup_path,cp.buffers_inverters,5,
sta,rsz0062_at_grt,"false",
floorplanning,placement_rows,206,
worst_setup_path,timing.critical_path.max_delay_family,"buffers and inverters",
logic_synthesis,post_synth_most_frequent_cells,"sky130_fd_sc_hd__edfxtp_1, sky130_fd_sc_hd__mux4_2, sky130_fd_sc_hd__nor2_1",
clock_tree,cts.repair_timing.setup_buffer_count,0,
clock_tree,tritoncts,"done",
pwr,p_sw,519.2,uW
global_route,grt_pass1_vias,84054,
floorplanning,ioPinCount,30,
logic_synthesis,synth_flop_count,4123,
logic_synthesis,synth.yosys.warnings,1,
placed_design,detailed_place_hpwl,290.0,mm
clock_tree,cts_resized,0,
logic_synthesis,ys_sh_mux,15.95,%
logic_synthesis,synthTopCellsByArea,"sky130_fd_sc_hd__edfxtp_1, sky130_fd_sc_hd__mux4_2, sky130_fd_sc_hd__mux2i_1",
finish,areaGrowthSynthToFinish,13.38,%
worst_setup_path,start_kind,"input pin",
clock_tree,clock-root-buffer,"sky130_fd_sc_hd__clkbuf_16",
finish,drive_above_1_share,29.65,%
worst_setup_path,crit_path_drt,313.10,ns
worst_setup_path,path_max_fanout,22,
route,detail_route.vias_per_cell,6.328,
pwr,p_leak,0.05617,uW
sta,setup-violations-final,0,
sta,skew,0.05330,ns
logic_synthesis,synthesis.instances,6987,
clock_tree,cts_inserted_buffers,411,
logic_synthesis,share_of_the_yosys_chip_area_belonging_to_registers,78.11,%
finish,n_fill_cell,22315,
worst_setup_path,critPathArrivalTime,65.87,ns
floorplanning,dieWidth,564.8,um
sta,hold_ws,0.5219,ns
job,total_tool_warning_count,32,
global_route,grt_pass1_wl,642.3,mm
clock_tree,ctsLongestPathBuffers,4,
clock_tree,clk-insertion-delay-late,0.98,ns
global_route,antenna_found_initial,26,
clock_tree,htree_levels,5,
logic_synthesis,enable_flop_cells,4104,
sta,tightestPinTransition,1.282,ns
clock_tree,number_of_clock_sinks_seen_by_cts,4123,
worst_setup_path,cp_slowest_cell,"sky130_fd_sc_hd__nand3_2",
logic_synthesis,synth_top_area_share,77.81,%
logic_synthesis,synth_simple_gate_area_share,1.482,%
worst_setup_path,timing_worst_setup_path_type,"input pin to register",
logic_synthesis,ys_sh_adder,0.03950,%
pwr,part_of_the_total_power_dissipated_in_sequential_elements,39.2,%
logic_synthesis,synth.comb.largest_family,"multiplexers",
job,max_cap_viol_count,0,
logic_synthesis,post_synthesis_cell_type_with_the_largest_combined_area,"sky130_fd_sc_hd__edfxtp_1",
worst_setup_path,worst_setup_path_end_kind,"register",
global_route,grt.total_usage,33.47,%
-- placed cells by master, fill, tap and decap left out, drive strengths merged, types with 18 or more instances in the layout --
master / instances
nand2: 75
a221oi: 49
nand3: 43
o221ai: 57
a211oi: 33
mux4: 1002
dfrtp: 18
xnor2: 21
a22o: 31
mux2i: 252
bufinv: 43
a21oi: 111
clkinv: 187
buf: 507
clkbuf: 498
a22oi: 164
nor2b: 18
diode: 24
inv: 21
edfxtp: 4104
nor2: 301
nor3: 27
o21ai: 55
-- per-layer routing --
metal	vias up	wire, um	global-route usage [%]
met2	5569	208600	44.95
li1	30925	-	-
met1	38743	133300	40.37
met4	53	20750	11.04
met5	-	2101	5.119
met3	848	94500	29.65
-- registers in the layout (all words and copies together), names as in the netlist --
signal,count
dout,8
u,1
rdptr,8
empty,1
memu,2048
meml,2048
full,1
wrptr,8
-- power by group through the flow --
stage                 clock, uW  sequential, uW  combinational, uW
after CTS                   497             624                471
after global routing        518             624                495
final                       491             624                476
-- metrics by stage --
stage / utilization [%] / cells / power (uW) / setup WS, ns
after global routing: 57.00 / 12013 / 1637 / 247.22
final: 57.02 / 12031 / 1591 / 247.23
after floorplan: - / 6987 / 904.8 / 247.67
after global placement: 52.72 / 11254 / 1104 / 246.30
after CTS: 57.00 / 12007 / 1591 / 247.34
after detailed placement: 52.72 / 11254 / 1104 / 246.28
-- worst reg2reg max path: cells and delay by family (launching register included) --
family	cells	cell delay (ns)
buffers and inverters	6	3.30
AND-OR/OR-AND	4	1.07
AND/OR/NAND/NOR	1	0.43
multiplexers	2	0.85
flip-flops	1	0.79
-- layout make-up --
| class | instances | area [um2] | share of cell area, % |
|---|---|---|---|
| sequential | 4123 | 123700 | 68.90 |
| multi-input combinational | 2438 | 32800 | 18.27 |
| clock buffer | 495 | 10770 | 5.995 |
| tap | 4160 | 5205 | 2.898 |
| timing repair buffer | 523 | 4263 | 2.374 |
| clock inverter | 258 | 2699 | 1.503 |
| antenna | 24 | 60.06 | 0.03344 |
| inverter | 10 | 45.04 | 0.02508 |
-- cell families after synthesis --
kind of cell,count (synthesis)
XOR/XNOR,27
AND/OR/NAND/NOR,534
flip-flops,4123
adder cells (fa/ha/maj),5
AND-OR/OR-AND,602
multiplexers,1270
buffers and inverters,426
-- path summary, 6_finish.rpt --
path,startpoint,endpoint,slack (ns),cells after the start
worst max-delay path,wr_en,memu[212][7]$_DFFE_PP_,247.23,8
worst min-delay path,u$_DFFE_PN0P_,u$_DFFE_PN0P_,0.52,2
worst max register to register,rdptr[0]$_DFFE_PN0P_,dout[0]$_DFFE_PP_,305.60,13
worst min register to register,u$_DFFE_PN0P_,u$_DFFE_PN0P_,0.52,2
max in group asynchronous,RST,rdptr[3]$_DFFE_PN0P_,250.25,2
min in group asynchronous,RST,u$_DFFE_PN0P_,61.86,2
Power is estimated from default activity; no workload was simulated.
