**flow/constraint.sdc**
```tcl
current_design FFT16_SEQUENTIAL

set clk_period 23.3
set clk_io_pct 0.2

create_clock -name clk0 -period $clk_period [get_ports {CLK}]

set non_clock_inputs [all_inputs -no_clocks]
set_input_delay [expr $clk_period * $clk_io_pct] -clock clk0 $non_clock_inputs
set_output_delay [expr $clk_period * $clk_io_pct] -clock clk0 [all_outputs]
```
**flow/design.v**
```verilog
module COMPLEX_ADDER (
    input		[32-1: 0]	A,
	input		[32-1: 0]	B,
	output		[32-1: 0]	Y 
);
wire signed [15:0] AR, AI, BR, BI, YR, YI;
assign {AR, AI} = A;
assign {BR, BI} = B;
assign YR = AR + BR;
assign YI = AI + BI;
assign Y = {YR, YI};
endmodule
module COMPLEX_SUBTRACTOR (
    input		[32-1: 0]		A,
	input		[32-1: 0]		B,
	output		[32-1: 0]		Y 
);
wire signed [15:0] AR, AI, BR, BI, YR, YI;
assign {AR, AI} = A;
assign {BR, BI} = B;
assign YR = AR - BR;
assign YI = AI - BI;
assign Y = {YR, YI};
endmodule
module CONTROLLER(START, DONE, SEL, CLK, RESET);
input START;
output DONE;
output SEL;
input CLK;
input RESET;
reg [5:0] STATE;     
reg LAST_START;
always@(posedge CLK) begin
	if(RESET) begin
		LAST_START <= 0;
	end else begin
		LAST_START <= START;
	end
end
always@(posedge CLK) begin
	if(RESET) begin
		STATE <= 0;
	end else begin
		case(STATE)
			0:    STATE <= (~LAST_START & START) ? 1 : 0;
			33:    STATE <= 0;     
			default:
				STATE <= STATE+1;     
			endcase
	end
end 
assign SEL = (STATE == 17);
assign DONE = (STATE == 18);
endmodule
module FF32(D, Q, CLK);
input [31:0] D;
input CLK;
output [31:0] Q;
reg [31:0] Q;
always@(posedge CLK) begin
	Q <= D;
end
endmodule
module FFT16(
		        A0, A1, A2, A3, A4, A5, A6, A7, A8, A9, A10, A11, A12, A13, A14, A15,
				        Y0, Y1, Y2, Y3, Y4, Y5, Y6, Y7, Y8, Y9, Y10, Y11, Y12, Y13, Y14, Y15, CLK);
input [31:0] A0;
input [31:0] A1;
input [31:0] A2;
input [31:0] A3;
input [31:0] A4;
input [31:0] A5;
input [31:0] A6;
input [31:0] A7;
input [31:0] A8;
input [31:0] A9;
input [31:0] A10;
input [31:0] A11;
input [31:0] A12;
input [31:0] A13;
input [31:0] A14;
input [31:0] A15;
output [31:0] Y0;
output [31:0] Y1;
output [31:0] Y2;
output [31:0] Y3;
output [31:0] Y4;
output [31:0] Y5;
output [31:0] Y6;
output [31:0] Y7;
output [31:0] Y8;
output [31:0] Y9;
output [31:0] Y10;
output [31:0] Y11;
output [31:0] Y12;
output [31:0] Y13;
output [31:0] Y14;
output [31:0] Y15;
input CLK;
wire [31:0] B0;     
wire [31:0] B1;
wire [31:0] B2;
wire [31:0] B3;
wire [31:0] B4;
wire [31:0] B5;
wire [31:0] B6;
wire [31:0] B7;
wire [31:0] B8;
wire [31:0] B9;
wire [31:0] B10;
wire [31:0] B11;
wire [31:0] B12;
wire [31:0] B13;
wire [31:0] B14;
wire [31:0] B15;
wire [31:0] C0;     
wire [31:0] C1;
wire [31:0] C2;
wire [31:0] C3;
wire [31:0] C4;
wire [31:0] C5;
wire [31:0] C6;
wire [31:0] C7;
wire [31:0] C8;
wire [31:0] C9;
wire [31:0] C10;
wire [31:0] C11;
wire [31:0] C12;
wire [31:0] C13;
wire [31:0] C14;
wire [31:0] C15;
RADIX4 U1 ( .A0(A0), .A1(A4), .A2( A8), .A3(A12), .W1K(32'h40000000), .W2K(32'h40000000), .W3K(32'h40000000), .Y0(B0), .Y1(B4), .Y2( B8), .Y3(B12) );
RADIX4 U2 ( .A0(A1), .A1(A5), .A2( A9), .A3(A13), .W1K(32'h3B21E782), .W2K(32'h2D41D2BF), .W3K(32'h187EC4DF), .Y0(B1), .Y1(B5), .Y2( B9), .Y3(B13) );
RADIX4 U3 ( .A0(A2), .A1(A6), .A2(A10), .A3(A14), .W1K(32'h2D41D2BF), .W2K(32'h0000C000), .W3K(32'hD2BFD2BF), .Y0(B2), .Y1(B6), .Y2(B10), .Y3(B14) );
RADIX4 U4 ( .A0(A3), .A1(A7), .A2(A11), .A3(A15), .W1K(32'h187EC4DF), .W2K(32'hD2BFD2BF), .W3K(32'hC4DF187E), .Y0(B3), .Y1(B7), .Y2(B11), .Y3(B15) );
RADIX4 U5 ( .A0( C0), .A1( C1), .A2( C2), .A3( C3), .W1K(32'h40000000), .W2K(32'h40000000), .W3K(32'h40000000), .Y0(Y0), .Y1( Y8), .Y2(Y4), .Y3(Y12) );
RADIX4 U6 ( .A0( C4), .A1( C5), .A2( C6), .A3( C7), .W1K(32'h40000000), .W2K(32'h40000000), .W3K(32'h40000000), .Y0(Y2), .Y1(Y10), .Y2(Y6), .Y3(Y14) );
RADIX4 U7 ( .A0( C8), .A1( C9), .A2(C10), .A3(C11), .W1K(32'h40000000), .W2K(32'h40000000), .W3K(32'h40000000), .Y0(Y1), .Y1( Y9), .Y2(Y5), .Y3(Y13) );
RADIX4 U8 ( .A0(C12), .A1(C13), .A2(C14), .A3(C15), .W1K(32'h40000000), .W2K(32'h40000000), .W3K(32'h40000000), .Y0(Y3), .Y1(Y11), .Y2(Y7), .Y3(Y15) );
FF32 U9  (.D(B0),  .Q(C0),  .CLK(CLK));
FF32 U10 (.D(B1),  .Q(C1),  .CLK(CLK));
FF32 U11 (.D(B2),  .Q(C2),  .CLK(CLK));
FF32 U12 (.D(B3),  .Q(C3),  .CLK(CLK));
FF32 U13 (.D(B4),  .Q(C4),  .CLK(CLK));
FF32 U14 (.D(B5),  .Q(C5),  .CLK(CLK));
FF32 U15 (.D(B6),  .Q(C6),  .CLK(CLK));
FF32 U16 (.D(B7),  .Q(C7),  .CLK(CLK));
FF32 U17 (.D(B8),  .Q(C8),  .CLK(CLK));
FF32 U18 (.D(B9),  .Q(C9),  .CLK(CLK));
FF32 U19 (.D(B10), .Q(C10), .CLK(CLK));
FF32 U20 (.D(B11), .Q(C11), .CLK(CLK));
FF32 U21 (.D(B12), .Q(C12), .CLK(CLK));
FF32 U22 (.D(B13), .Q(C13), .CLK(CLK));
FF32 U23 (.D(B14), .Q(C14), .CLK(CLK));
FF32 U24 (.D(B15), .Q(C15), .CLK(CLK));
endmodule
module FFT16_SEQUENTIAL(A, Y, CLK, START, DONE, RESET);
input [31:0] A;
output [31:0] Y;
input CLK;
input START;
output DONE;
input RESET;
reg [31:0] A0;
reg [31:0] A1;
reg [31:0] A2;
reg [31:0] A3;
reg [31:0] A4;
reg [31:0] A5;
reg [31:0] A6;
reg [31:0] A7;
reg [31:0] A8;
reg [31:0] A9;
reg [31:0] A10;
reg [31:0] A11;
reg [31:0] A12;
reg [31:0] A13;
reg [31:0] A14;
reg [31:0] A15;
wire [31:0] Y0;
wire [31:0] Y1;
wire [31:0] Y2;
wire [31:0] Y3;
wire [31:0] Y4;
wire [31:0] Y5;
wire [31:0] Y6;
wire [31:0] Y7;
wire [31:0] Y8;
wire [31:0] Y9;
wire [31:0] Y10;
wire [31:0] Y11;
wire [31:0] Y12;
wire [31:0] Y13;
wire [31:0] Y14;
wire [31:0] Y15;
reg [31:0] YR0;
reg [31:0] YR1;
reg [31:0] YR2;
reg [31:0] YR3;
reg [31:0] YR4;
reg [31:0] YR5;
reg [31:0] YR6;
reg [31:0] YR7;
reg [31:0] YR8;
reg [31:0] YR9;
reg [31:0] YR10;
reg [31:0] YR11;
reg [31:0] YR12;
reg [31:0] YR13;
reg [31:0] YR14;
reg [31:0] YR15;
wire SEL;
always@(posedge CLK) begin
	A0 <= A1;     
	A1 <= A2;
	A2 <= A3;
	A3 <= A4;
	A4 <= A5;
	A5 <= A6;
	A6 <= A7;
	A7 <= A8;
	A8 <= A9;
	A9 <= A10;
	A10 <= A11;
	A11 <= A12;
	A12 <= A13;
	A13 <= A14;
	A14 <= A15;
	A15 <= A;
	YR0 <= SEL ? Y0 : YR1;     
	YR1 <= SEL ? Y1 : YR2;     
	YR2 <= SEL ? Y2 : YR3;     
	YR3 <= SEL ? Y3 : YR4;
	YR4 <= SEL ? Y4 : YR5;
	YR5 <= SEL ? Y5 : YR6;
	YR6 <= SEL ? Y6 : YR7;
	YR7 <= SEL ? Y7 : YR8;
	YR8 <= SEL ? Y8 : YR9;
	YR9 <= SEL ? Y9 : YR10;
	YR10 <= SEL ? Y10 : YR11;
	YR11 <= SEL ? Y11 : YR12;
	YR12 <= SEL ? Y12 : YR13;
	YR13 <= SEL ? Y13 : YR14;
	YR14 <= SEL ? Y14 : YR15;
	YR15 <= Y15;
end
assign Y = YR0;
FFT16 U1_FFT16 ( 
.A0(A0), .A1(A1), .A2(A2), .A3(A3), .A4(A4), .A5(A5), .A6(A6), .A7(A7), .A8(A8), .A9(A9), .A10(A10), .A11(A11), .A12(A12), .A13(A13), .A14(A14), .A15(A15),
.Y0(Y0), .Y1(Y1), .Y2(Y2), .Y3(Y3), .Y4(Y4), .Y5(Y5), .Y6(Y6), .Y7(Y7), .Y8(Y8), .Y9(Y9), .Y10(Y10), .Y11(Y11), .Y12(Y12), .Y13(Y13), .Y14(Y14), .Y15(Y15), .CLK(CLK));
CONTROLLER U2_CTRL (.START(START), .DONE(DONE), .SEL(SEL), .CLK(CLK), .RESET(RESET));
endmodule
module J_MULTIPLIER (
    input		[32-1: 0]	A,
	output		[32-1: 0]	Y 
);
wire signed [15:0] AR;
wire signed [15:0] AI;
wire signed [15:0] YR;
wire signed [15:0] YI;
assign {AR, AI} = A;         
assign Y = {-AI, AR};
endmodule
module RADIX4 (
    input		[32-1: 0]	A0,
	input		[32-1: 0]	A1,
	input		[32-1: 0]	A2,
	input		[32-1: 0]	A3,
	input		[32-1: 0]	W1K,
	input		[32-1: 0]	W2K,
	input		[32-1: 0]	W3K,
	output		[32-1: 0]	Y0,
	output		[32-1: 0]	Y1,
	output		[32-1: 0]	Y2,
	output		[32-1: 0]	Y3 
);
wire [32-1: 0] B0;
wire [32-1: 0] B1;
wire [32-1: 0] B2;
wire [32-1: 0] B3;
wire [32-1: 0] B3J;
wire [32-1: 0] C0;
wire [32-1: 0] C1;
wire [32-1: 0] C2;
wire [32-1: 0] C3;
COMPLEX_ADDER U1 (.A(A0), .B(A2), .Y(B0));
COMPLEX_ADDER U2 (.A(A1), .B(A3), .Y(B1));
COMPLEX_SUBTRACTOR U3 (.A(A0), .B(A2), .Y(B2));
COMPLEX_SUBTRACTOR U4 (.A(A1), .B(A3), .Y(B3));
J_MULTIPLIER U5 (.A(B3), .Y(B3J));
COMPLEX_ADDER U6 (.A(B0), .B(B1), .Y(C0));
COMPLEX_SUBTRACTOR U7 (.A(B0), .B(B1), .Y(C1));
COMPLEX_SUBTRACTOR U8 (.A(B2), .B(B3J), .Y(C2));
COMPLEX_ADDER U9 (.A(B2), .B(B3J), .Y(C3));
assign Y0 = C0;
TWIDDLER U10(.A(C1), .W(W2K), .Y(Y1));
TWIDDLER U11(.A(C2), .W(W1K), .Y(Y2));
TWIDDLER U12(.A(C3), .W(W3K), .Y(Y3));
endmodule
module TWIDDLER (
	input		[32-1: 0]	A,
	input		[32-1: 0]	W,
	output		[32-1: 0]	Y 
);
wire signed [15:0] AR;
wire signed [15:0] AI;
wire signed [15:0] WR;
wire signed [15:0] WI;
wire signed [31:0] YR;
wire signed [31:0] YI;
assign {AR, AI} = A;
assign {WR, WI} = W;
assign YR = AR * WR - AI * WI;
assign YI = AR * WI + AI * WR;
assign Y = {YR[29:14], YI[29:14]}; 
endmodule
```
**flow/run.sh**
```bash
#!/bin/bash
# OpenROAD 26Q1-2900-gdf79404cd8, Yosys 0.63+post, stock flow scripts
make -C /OpenROAD-flow-scripts/flow DESIGN_CONFIG=/design/flow/config.mk WORK_HOME=/design/flow/orfs finish
```
**flow/config.mk**
```make
export PLATFORM = sky130hd
export DESIGN_NAME = FFT16_SEQUENTIAL
export DESIGN_NICKNAME = FFT16_SEQUENTIAL
export VERILOG_FILES = /design/flow/design.v
export SDC_FILE = /design/flow/constraint.sdc
export NUM_CORES = 4
export LEC_CHECK = 1
export CORE_UTILIZATION = 40
```
==> changes_impl.md <==
### Changed

* Status: finished, final reports clean
* Synth Area per Inst at just over 9 sq um
* Die Ht at just under 800 um
* Post-CTS sizing at 0
* Most numerous logic cell after layout: inv_1
* Mapped Cells at around 27000
* DPL Wire Length at approximately 840000 um
* Clk slew on worst S/H paths at 70 ps
* Final WL at 924000 um
* Max Slew Vio Count at 0
* Clock sink total at 1537
* IO Port Bufs at around 67
* Placed Area at around 260000 sq um
* Io pins at 68
* Worst EP arrival at 15620 ps
* Critical Path Max Stage Delay at 720 ps
* Slew HR at 0.215
* Drc violations at 0
* Placer congestion estimate at ~1.1
* Fp_density at 0.401
* Reg area at about 31000 sq um
* Min setup slack post-route at 8500 ps
* Logic area at 187000 sq um
* Core area at between 600000 and 700000 sq um
* Number of enable flip-flop cells at 0
* Synth Cell Area at 243000 sq um
* TNS Setup at 0 ps
* Final hold vios at 0
* CTS tree: yes
* Ys flop type: dfxtp_1
* Late-Pin Clk Latency at 1020 ps
* Finished Cell Area at roughly 260000 sq um
* DIE AREA at 611000 sq um
* Vias in the first global route at approximately 180k
* Startpoint Class: flop
* Max-cap violations at 0
* Final min period at ~15000 ps
* Initial antenna violation count at around 120
* Endpoint class of the critical path: flop
* Slowest CP cell: fa_1
* Tool warnings at 1027
* Max H-tree Level at 4
* Rows at between 200 and 300
* Root buffer cell: clkbuf_16
* HP Class: flop to flop
* Clk_skew at about 130 ps
* Largest net degree at the start of global routing at about 95
* Synth cell types at 107
* Share of cells above drive strength 1 at 0.0418
* Clock Path Buffers at 4
* Critical path's most frequent cell: fa_1
* Post-CTS Hold Buffers at 0
* Yosys stat area at approximately 240000 sq um
* Drt via density at a little under 5
* # Cells Yosys at around 27000
* Global-route wire length before repair at ~1300000 um
* Wire per inst at between 20 and 30 um
* GRT Overall Usage at 0.317
* Via count at ~180k
* Area Growth Syn to Fin at 8.93%
* DR pass1 iterations at 7
* Asr flop ratio synth at 0
* Max Clk Rate at around 68 MHz
* DRT iter0 DRCs at 9980
* # setup viols final at 0
* Ys flops at 1537
* CTS Buf Count at between 200 and 250
* Top cells excl fill/tap: 6566 x inv_1, 4879 x ha_1, 2933 x fa_1, 1909 x xnor2_1, 1734 x a21oi_1
* Post-CTS Setup Bufs at 0
* RSZ-0062 raised after global routing: false
* Synth Warn # at 3
* Final Core Density at 0.437
* Least-Margin Pin Slew at ~1200 ps
* Crit path max fanout at 25
* Die width at about 780 um
* DRT antenna net count at 0
* Synth Seq Share at 0.127
* Tcrit/Tclk final at 0.635
* Fillers at between 50000 and 60000
* Worst Path Required at approximately 24000 ps
* Critical path class: flop to flop
* GRT overflow at 0
* R2R Setup Slk at between 8000 and 9000 ps
* Post-Place Setup Slack at 8400 ps
-- critical path, delay by kind of cell, from the launching register on --
family / cells / cell delay (ps)
AOI/OAI and AO/OA: 20 / 4500
and+or+nand+nor: 5 / 580
buffers and inverters: 9 / 1120
xor gates and xnor gates: 8 / 1590
DFF: 1 / 370
adders and majority gates: 15 / 6530
-- cells in the mapped netlist (133+ instances only) --
cell type | n | area (sq um)
o21bai_1 | 750 | 5630
fa_1 | 2933 | 58700
xnor2_1 | 1986 | 17400
ha_1 | 4879 | 61000
a21o_1 | 276 | 2070
nand2b_1 | 188 | 1180
a21oi_1 | 1734 | 8680
nor2b_1 | 183 | 1140
o21a_1 | 154 | 1160
o21ai_0 | 1003 | 5020
nor3_1 | 212 | 1060
o31ai_1 | 133 | 998
inv_1 | 6567 | 24600
dfxtp_1 | 1537 | 30800
xor2_1 | 500 | 4380
nand2_1 | 978 | 3670
clkbuf_1 | 251 | 942
nor2_1 | 1079 | 4050
-- worst paths after layout --
| path | cells after the start | to | start |
|---|---|---|---|
| hold / removal | 0 | A1[18] | A2[18] |
| setup / recovery | 57 | U1_FFT16.U24.Q[31] | A11[0] |
| setup reg to reg | 57 | U1_FFT16.U24.Q[31] | A11[0] |
| hold reg to reg | 0 | A1[18] | A2[18] |
-- stage by stage --
stage	cells	hold WS [ps]
2_1_floorplan	26700	349
4_1_cts	35400	303
6_report	35500	304
5_1_grt	35500	319
3_3_place_gp	35100	352
3_5_place_dp	35100	355
-- metal layers --
layer / global-route usage / vias to the layer above / wire [um]
li1: - / 85300 / -
met1: 0.447 / 85900 / 397000
met2: 0.462 / 4366 / 394000
met3: 0.0991 / 1084 / 77900
met4: 0.139 / 50 / 53600
met5: 0.00125 / - / 648
-- layout make-up --
| class | instances | area share |
|---|---|---|
| clock buffer | 251 | 0.0208 |
| tap | 8064 | 0.0381 |
| multi-input combinational | 18300 | 0.708 |
| clock inverter | 118 | 0.00543 |
| timing repair buffer | 597 | 0.0176 |
| sequential | 1537 | 0.116 |
| inverter | 6584 | 0.0933 |
| antenna | 112 | 0.00106 |
-- kinds of logic (layout without fill, tap and decap cells) --
logic type,after synthesis,in the layout,share of synthesized area
fa+ha+maj,7812,7812,0.493
xor+xnor,2530,2530,0.0935
mux,65,65,0.00280
compound gates,4762,4762,0.121
simple gates,3107,3107,0.0578
other cells,1,117,0.0000154
buf+inv,6867,7550,0.106
flops,1537,1537,0.127
